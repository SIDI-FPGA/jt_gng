## constraint.sdc

```tcl
current_design jtgng_colmix

set clk_period 62.3
set clk_io_pct 0.2

create_clock -name clk0 -period $clk_period [get_ports {clk}]

set non_clock_inputs [all_inputs -no_clocks]
set_input_delay [expr $clk_period * $clk_io_pct] -clock clk0 $non_clock_inputs
set_output_delay [expr $clk_period * $clk_io_pct] -clock clk0 [all_outputs]
```

## config.mk

```make
export PLATFORM = sky130hd
export DESIGN_NAME = jtgng_colmix
export DESIGN_NICKNAME = jtgng_colmix
export VERILOG_FILES = /design/flow/design.v
export SDC_FILE = /design/flow/constraint.sdc
export NUM_CORES = 4
export LEC_CHECK = 1
export CORE_UTILIZATION = 30
```

## run.sh

```bash
#!/bin/bash
# OpenROAD 26Q1-2900-gdf79404cd8, Yosys 0.63+post, stock flow scripts
make -C /OpenROAD-flow-scripts/flow DESIGN_CONFIG=/design/flow/config.mk WORK_HOME=/design/flow/orfs finish
```

## design.v

```verilog
`timescale 1ns/1ps
module jtgng_colmix(
    input            rst,
    input            clk,
    input            cen6  ,
    input [5:0]      char_pxl,         
    input [6:0]      scr_pxl,
    input [5:0]      obj_pxl,
    input            LVBL,
    input            LHBL,
    output  reg      LHBL_dly,
    output  reg      LVBL_dly,
    input [7:0]      prog_addr,
    input            prom_red_we,
    input            prom_green_we,
    input            prom_blue_we,
    input [3:0]      prom_din,
    input [3:0]      avatar_idx,
    input            pause,
    input [7:0]      AB,
    input            blue_cs,
    input            redgreen_cs,
    input [7:0]      DB,
    output reg [3:0] red,
    output reg [3:0] green,
    output reg [3:0] blue,
    input      [3:0] gfx_en
);
parameter SCRWIN        = 1,
          PALETTE_PROM  = 0,
          PALETTE_RED   = "../../../rom/commando/vtb1.1d",
          PALETTE_GREEN = "../../../rom/commando/vtb2.2d",
          PALETTE_BLUE  = "../../../rom/commando/vtb3.3d";
parameter [1:0] OBJ_PAL = 2'b01;  
reg [7:0] pixel_mux;
wire enable_char = gfx_en[0];
wire enable_scr  = gfx_en[1];
wire obj_blank   = &obj_pxl[3:0];
wire enable_obj  = gfx_en[3];
wire scrwin = SCRWIN ? scr_pxl[6] : 1'b0;
wire [7:0] scr_mux = SCRWIN ? {2'b00, scr_pxl[5:0] } : {1'b0, scr_pxl};
reg  [2:0] obj_sel;  
always @(posedge clk) if(cen6) begin
    obj_sel[2] <= obj_sel[1];
    obj_sel[1] <= obj_sel[0];
    obj_sel[0] <= 1'b0;
    if( char_pxl[1:0]==2'b11 || !enable_char ) begin
        if( obj_blank || !enable_obj || (scrwin&&scr_pxl[2:0]!=3'd0) )
            pixel_mux <= enable_scr ? scr_mux : 8'hff;  
        else begin
            obj_sel[0] <= 1'b1;
            pixel_mux <= {OBJ_PAL, obj_pxl };  
        end
    end
    else begin  
        pixel_mux <= { 2'b11, char_pxl };
    end
end
wire [1:0] pre_BL;
jtgng_sh #(.width(2),.stages(5)) u_hb_dly(
    .clk    ( clk      ),
    .clk_en ( cen6     ),
    .din    ( {LHBL, LVBL}     ),
    .drop   ( pre_BL   )
);
always @(posedge clk) if(cen6) {LHBL_dly, LVBL_dly} <= pre_BL;
wire [3:0] pal_red, pal_green, pal_blue;
generate
if( PALETTE_PROM==1) begin
    jtgng_prom #(.aw(8),.dw(4),.simfile(PALETTE_RED)) u_red(
        .clk    ( clk          ),
        .cen    ( 1'b1         ),
        .data   ( prom_din     ),
        .rd_addr( pixel_mux    ),
        .wr_addr( prog_addr    ),
        .we     ( prom_red_we  ),
        .q      ( pal_red      )
    );
    jtgng_prom #(.aw(8),.dw(4),.simfile(PALETTE_GREEN)) u_green(
        .clk    ( clk          ),
        .cen    ( 1'b1         ),
        .data   ( prom_din     ),
        .rd_addr( pixel_mux    ),
        .wr_addr( prog_addr    ),
        .we     ( prom_green_we),
        .q      ( pal_green    )
    );
    jtgng_prom #(.aw(8),.dw(4),.simfile(PALETTE_BLUE)) u_blue(
        .clk    ( clk          ),
        .cen    ( 1'b1         ),
        .data   ( prom_din     ),
        .rd_addr( pixel_mux    ),
        .wr_addr( prog_addr    ),
        .we     ( prom_blue_we ),
        .q      ( pal_blue     )
    );
end else begin
    wire we_rg = !LVBL && redgreen_cs;
    wire we_b  = !LVBL && blue_cs;
    jtgng_dual_ram #(.aw(8),.simfile("rg_ram.hex")) u_redgreen(
        .clk        ( clk         ),
        .clk_en     ( cen6        ),  
        .data       ( DB          ),
        .rd_addr    ( pixel_mux   ),
        .wr_addr    ( AB          ),
        .we         ( we_rg       ),
        .q          ( {pal_red, pal_green}     )
    );
    jtgng_dual_ram #(.aw(8),.dw(4),.simfile("b_ram.hex")) u_blue(
        .clk        ( clk         ),
        .clk_en     ( cen6        ),  
        .data       ( DB[7:4]     ),
        .rd_addr    ( pixel_mux   ),
        .wr_addr    ( AB          ),
        .we         ( we_b        ),
        .q          ( pal_blue    )
    );
end
endgenerate
wire [11:0] avatar_mux = {pal_red, pal_green, pal_blue};
always @(posedge clk) if (cen6)
    {red, green, blue } <= pre_BL==2'b11 ? avatar_mux : 12'd0;
endmodule  
module jtgng_dual_ram #(parameter dw=8, aw=10, simfile="")(
    input   clk,
    input   clk_en  ,
    input   [dw-1:0] data,
    input   [aw-1:0] rd_addr,
    input   [aw-1:0] wr_addr,
    input   we,
    output reg [dw-1:0] q
);
reg [dw-1:0] mem[0:(2**aw)-1];
always @(posedge clk) begin
    q <= mem[rd_addr];
end
always @(posedge clk) if( clk_en ) begin
    if( we) mem[wr_addr] <= data;
end
endmodule  
module jtgng_sh #(parameter width=5, stages=24 )
(
    input                           clk,
	input 							clk_en,
	input		[width-1:0]			din,
   	output		[width-1:0]			drop
);
reg [stages-1:0] bits[width-1:0];
generate
	genvar i;
    for (i=0; i < width; i=i+1) begin: bit_shifter
        always @(posedge clk) if(clk_en) begin
                bits[i] <= {bits[i][stages-2:0], din[i]};
            end
        assign drop[i] = bits[i][stages-1];
    end
endgenerate
endmodule
```

==> results.toml <==
# generated from flow reports
[run_status]
status = "finished clean"

[yosys]
yosys.stat.seqShare_pct = 77.3
synth.distinct_cells = 53
ys_async_sr_fraction_pct = 0
synth-seq-cells = 3116
yosys_warnings = 5
syn_avg_cell_area_sq_um = 20.7
edf_count = 3104
synthCells = 5827
ff_type = "edfxtp_1"
top_cell_area_share_pct = 77.1
syn_area_sq_um = 121000
ys_area_sq_um = 121000
synth.most_common_cell = "edfxtp_1"
top_cells_by_area = "edfxtp_1, mux4_2, nor2_1"
ys_cells = 5827
synthTopCellsByCount = "edfxtp_1, mux4_2, nor2_1"
synth_area_leader_cell = "edfxtp_1"

[final_layout]
nFillCells = 36400
final-seq-area_sq_um = 93400
syn_to_final_growth_pct = 13.6
logic_area_sq_um = 25400
final_area_sq_um = 137000
drive_above_1_share_pct = 22.5

[clock_network]
post_cts_resized = 0
cts_setup_buffers = 0
clk_pin_slew_worst_paths_ns = 0.06
cts_buffers = 307
cts_root_buf = "clkbuf_16"
cts_tree = "yes"
holdBufCountCts = 0
htree_levels = 5
clock_sinks = 3116
clockBufferDepth = 4
clock_latency_ns = 0.87

[routing]
highest_layer = "met5"
drc = 0
dr.pass1.iters = 7
num_vias = 58100
wl_per_cell_microns = 26.2
wl_met3_microns = 50300
viasPerCell = 5.05
drt_iter0_drc = 3603
wl_met2_microns = 143000
met1_length_microns = 97200
antenna_left = 0
wl_microns = 302000

[sta]
hold_violations = 0
fin_tns_setup_ns = 0
tightest_slew_ns = 0.987
slew_viol_final = 0
finClkSkew_ns = 0.0436
relSlewSlack_pct = 33.7
fin_crit_ns = 15.43
clock.fmax_ghz = 0.0648
finalClockPeriodUsage_pct = 24.8
setup_violations = 0
rsz0062_at_grt = "false"

[global_route]
grt_pass1_wl_microns = 439000
grt_max_degree = 137
grt_use_total_pct = 15.9
antenna_found_initial = 30
grt_pass1_vias = 65100
overflow = 0

[min_path]
holdCritPathClass = "flip-flop to flip-flop"

[job]
tool_warnings = 51
maxCapViolCount = 0

[setup_path]
critPathKind = "input pin to flip-flop"
arrival_ns = 15.91
crit_fanout = 17
worstSetupEndpointType = "flip-flop"
critical_path_required_ns = 62.78
critPathLaunchType = "input pin"

[die]
die_w_microns = 637
initCoreUtil_pct = 30.2
ios = 80
core_sq_um = 400000
die-area_sq_um = 405000
rows = 232
die_h_microns = 637

[place]
gp_congestion = 0.879
dpl_cell_area_sq_um = 127000
hpwlAfterDp_microns = 184000
io_buffers = 57

[power]
peakVddDrop_uv = 22.5
leakagePower_nw = 41.2
power.density_nw_per_um2 = 32.8
==> final cells by class <==
cell class | count | area share [%]
flip-flops and latches | 3116 | 68.1
inverters | 3 | 0.00821
repair buffers | 221 | 1.39
diodes | 38 | 0.0693
clock buffers | 375 | 6.00
well taps | 5265 | 4.80
clock inverters | 162 | 1.14
multi-input cells | 2326 | 18.5
==> placed cells by master (no fill, tap or decap), types with 7 or more instances in the layout <==
cell type,count
a221oi_1,38
dfxtp_1,12
mux4_2,672
buf_4,158
o21ai_1,8
o221ai_1,61
nand2_1,86
a211oi_1,11
nor2b_1,19
mux2i_1,128
clkinv_1,70
o211ai_1,11
nor2_1,593
o31ai_1,12
o21ai_0,49
diode_2,38
mux2_2,81
nor3_1,34
edfxtp_1,3104
a21oi_1,99
clkbuf_16,321
a22o_1,20
a31oi_1,24
clkbuf_1,54
and3_1,17
bufinv_16,29
nor4_1,7
o22ai_1,71
clkdlybuf4s50_1,48
o32ai_1,9
clkinv_2,44
a221oi_2,10
nand2_4,9
nand2b_1,9
a22oi_1,183
==> logic make-up after synthesis <==
group,count (synthesis),synth area share (%)
and+or+nand+nor,833,2.90
muxes,881,14.3
AOI/OAI and AO/OA,612,3.58
buffers and inverters,385,1.86
DFF,3116,77.3
==> path summary, 6_finish.rpt <==
check | depth (start not counted) | startpoint | to | slack (ns)
max reg2reg | 11 | pixel_mux[0]$_DFFE_PP_ | genblk1.u_redgreen.q[6]$_DFF_P_ | 55.91
min | 0 | u_hb_dly.bits[1][3]$_DFFE_PP_ | u_hb_dly.bits[1][4]$_DFFE_PP_ | 0.41
max | 5 | AB[3] | genblk1.u_redgreen.mem[27][3]$_DFFE_PP_ | 46.87
min reg2reg | 0 | u_hb_dly.bits[1][3]$_DFFE_PP_ | u_hb_dly.bits[1][4]$_DFFE_PP_ | 0.41
==> critical path: stages <==
cell	delay (ns)
clkdlybuf4s50_1	0.76
nor2b_1	0.66
nand3_4	0.68
buf_4	0.55
nor2_1	0.72
==> flip-flops by register name, summed over array words and instances, names as in the netlist <==
register	flops
pixel_mux	8
LHBL_dly	1
genblk1.u_blue.mem	1024
red	4
u_hb_dly.bits	10
LVBL_dly	1
blue	4
genblk1.u_redgreen.q	8
green	4
genblk1.u_blue.q	4
genblk1.u_redgreen.mem	2048
==> power breakdown <==
| part | switching [W] | internal [W] | total (W) |
|---|---|---|---|
| clock network | 0.000766 | 0.00106 | 0.00183 |
| logic | 0.000231 | 0.000130 | 0.000361 |
| registers | 0.00000377 | 0.00231 | 0.00232 |
| total | 0.00100 | 0.00350 | 0.00450 |
==> per-stage QoR <==
step	worst slack, ns	util (%)	hold WS (ns)	std cells	power, W
2_1_floorplan	48.13	-	0.400	5827	0.00257
3_3_place_gp	46.13	31.8	0.404	10900	0.00272
3_5_place_dp	46.00	31.8	0.405	10900	0.00272
4_1_cts	46.90	34.3	0.417	11500	0.00454
5_1_grt	46.69	34.3	0.418	11500	0.00464
6_report	46.87	34.3	0.412	11500	0.00450
==> per-layer routing <==
layer | GRT usage, % | vias up
met3 | 12.4 | 542
met2 | 24.1 | 3412
met1 | 17.0 | 29600
met4 | 5.00 | 10
li1 | - | 24600
met5 | 0.697 | -
Power and IR drop assume default switching activity.
